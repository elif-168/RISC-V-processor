$ cat design/flow/Data.txt
00000000
00000001
00000002
00000003
00000004
00000005
00000006
1B8FA27E
3E2F8A91
FAB3D7E2
C9E84A17
47A1BFC3
92F38D4E
B7D49A62
E6F82B19
2C4A37DF
1F8C9A72
FA47E13B
74D9B2A3
6E8F3C1B
3B8F9E47
CA1D82F9
47F3B2E6
A8C9D13F
19E47B6A
3FA92C8E
D6F1B49C
8B2D7F31
2E6C9A84
FAB7D13E
C47F19B2
9E8C2D6F
1F3A47B9
B3E7D4C1
8F92A3D6
2A8C9E1F
E4D7B3C9
6F92A84E
19F3D7A6
3E8B1C47
F9A6D2B3
2B47E1F8
D6C9A3B7
FA19E4C2
B2E7D6F1
9C8A3F47
1F92E6C9
3B47F1D8
F6A2B3E4
CA8D1F92
47E6B3D7
A3C9F8E1
19D2B7A4
FAB3E47C
D6F92A1E
8F1C47B3
2E7D4A8C
E92B3FA1
6C8F19E4
3A47B2D7
F1C9E6A3
B7A2F19C
9E4C3B6F
00000000
$ cat design/flow/run.sh
#!/bin/bash
# OpenROAD 26Q1-2900-gdf79404cd8, Yosys 0.63+post, stock flow scripts
make -C /OpenROAD-flow-scripts/flow DESIGN_CONFIG=/design/flow/config.mk WORK_HOME=/design/flow/orfs finish
$ cat design/flow/config.mk
export PLATFORM = sky130hd
export DESIGN_NAME = DataMemory
export DESIGN_NICKNAME = DataMemory
export VERILOG_FILES = /design/flow/design.v
export SDC_FILE = /design/flow/constraint.sdc
export NUM_CORES = 4
export LEC_CHECK = 1
export CORE_UTILIZATION = 40
export SYNTH_HDL_FRONTEND = slang
$ cat design/flow/constraint.sdc
current_design DataMemory

set clk_period 54.4
set clk_io_pct 0.2

create_clock -name clk0 -period $clk_period [get_ports {clk}]

set non_clock_inputs [all_inputs -no_clocks]
set_input_delay [expr $clk_period * $clk_io_pct] -clock clk0 $non_clock_inputs
set_output_delay [expr $clk_period * $clk_io_pct] -clock clk0 [all_outputs]
$ cat design/flow/design.v
module DataMemory(
    input clk,               
    input we,                
    input [31:0] wd,         
    input [31:0] addr,       
    input [2:0] funct3,      
    output reg [31:0] dataOut  
);
    reg [31:0] data [0:63];
    initial begin
        $readmemh("Data.txt", data);  
    end
    always @(*) begin
        case (funct3)
            3'b000: dataOut = {{24{data[addr[31:2]][7]}}, data[addr[31:2]][7:0]};        
            3'b001: dataOut = {{16{data[addr[31:2]][15]}}, data[addr[31:2]][15:0]};      
            3'b010: dataOut = data[addr[31:2]];                                         
            3'b100: dataOut = {24'b0, data[addr[31:2]][7:0]};                           
            3'b101: dataOut = {16'b0, data[addr[31:2]][15:0]};                          
            default: dataOut = 32'b0;                                                   
        endcase
    end
    always @(posedge clk) begin
        if (we) begin
            case (funct3)
                3'b000: data[addr[31:2]][7:0] <= wd[7:0];  
                3'b001: data[addr[31:2]][15:0] <= wd[15:0];  
                3'b010: data[addr[31:2]] <= wd;   
            endcase
        end
    end
endmodule
==> flow_summary.toml <==
# yosys + openroad results
[sta]
setup_violations = 0
fin_ws_ns = 27.18
fin_crit_ns = 27.22
grt_setup_unrepaired = "false"
max_freq_ghz = 0.0367
worstMarginPinSlew_ns = 1.06
finalCritPeriodShare_pct = 50.0
hold_violations = 0
fin_setup_tns_ns = 0
relSlewSlack_pct = 29.0
drv_slew = 0

[worst_hold_path]
min_path_type = "in -> reg"
min_from = "wd[16]"
hold_path_depth = 1
hold_end = "data[43][16]"

[clocking]
ctsHoldBuffers = 0
cts_tree = "yes"
htree_levels = 4
cts_made_buffers = 197
postCtsSetupRepairBufs = 0
root_buffer = "clkbuf_16"
cts_max_path_buffers = 3
cts_sinks = 2048
cts_resized = 0
clk_pin_slew_ns = 0.06

[critical_path]
endpoint_kind = "primary output"
start_kind = "input port"
worst-setup-path-type = "in -> out"
cp_slowest_cell = "o21bai_1"
critPathMostFrequentCell = "buf_4"
crit_family = "buffers and inverters"
arrival_ns = 16.34
worst-path-stages = 12
worst-path-max-fanout = 76
critPathRequiredTime_ns = 43.52
critPathMaxStageDelay_ns = 0.68
cp_cell_sequence = "buf_8, buf_4, buf_4, and3_4, buf_4, buf_12, a22oi_1, a41oi_1, or4_1, nor3_1, o21bai_1, clkdlybuf4s50_1"
timing.critical_path.buf_inv = 6

[finish]
fin_area_mm2 = 0.0894
largest_reg_flops = 2048
logic_area_mm2 = 0.0155
layout-drive-gt1-share_pct = 18.2
area_delta_synth_final_pct = 14.2
num-fill-cells = 16000
fin_cells = 7323
regArea_mm2 = 0.0615

[power]
p_per_area_mw_per_mm2 = 35.9
p_leak_nw = 28.0
ir_worst_vdd_mv = 0.0326

[placement]
place_inst = 6965
routabilityCongestion = 0.947
pre_cts_slack_ns = 27.29
dp_hpwl_um = 144000
io_buffers = 74
placedInstanceArea_mm2 = 0.0833

[yosys]
syn_avg_cell_area_um2 = 18.0
synth-simple-area-share_pct = 3.24
syn_inst = 4340
ys.flop_type = "edfxtp_1"
synth.most_common_cell = "edfxtp_1"
synth_top_area_share_pct = 78.6
yosysWarnings = 0
yosys-top-cells-area = "edfxtp_1, a22oi_1, mux2i_1"
yosys.area_share.xor_xnor_pct = 0
ys_sh_mux_pct = 5.96
syn_area_mm2 = 0.0783
ys_seq_share_pct = 78.6
ys_area_mm2 = 0.0783
ys_cells = 4340
top_cells_by_count = "edfxtp_1, a22oi_1, nor2_1"
yosys.area.top_type = "edfxtp_1"
top_logic_kind = "AND-OR/OR-AND gates"
ys.flops = 2048
fa_ha_area_share_pct = 0
async_flop_share_pct = 0
edf_count = 2048
ys_sh_aoi_pct = 10.2
synth_cell_types = 69

[die]
die_w_um = 444
initial_core_util_pct = 40.5
coreArea_mm2 = 0.193
die_h_um = 444
chipArea_mm2 = 0.197
std_cell_rows = 161
pin_count = 101

[drt]
routed-via-count = 44300
dr.pass1.iters = 8
drc = 0
drt-wirelength-per-cell_um = 33.0
totalWireLength_um = 242000
drt_iter0_drc = 3513
vias_per_cell = 6.05
antenna_left = 0

[global_route]
grt_pass1_vias = 46000
antenna_found_initial = 5
grt_max_degree = 83
track_usage_pct = 26.8
grt_overflow = 0
grt_pass1_wl_um = 339000

[status]
status = "finished, final reports clean"

[job]
warning_count = 53
maxCapViolCount = 0
==> cells in the final DEF (no fill, tap or decap), types with 58 or more instances in the layout <==
| master | count |
|---|---|
| buf_4 | 326 |
| a22oi_1 | 295 |
| mux2_1 | 92 |
| a21oi_1 | 102 |
| a22o_1 | 62 |
| a31oi_1 | 63 |
| mux2i_1 | 139 |
| clkbuf_16 | 197 |
| a221o_1 | 99 |
| nor2_2 | 65 |
| mux4_2 | 58 |
| a221oi_1 | 156 |
| nor2_1 | 209 |
| mux2_2 | 80 |
| edfxtp_1 | 2048 |
| nand2_1 | 155 |
==> final cells by class <==
| cell class | instances | area share [%] |
|---|---|---|
| repair buffers | 405 | 3.50 |
| clock buffers | 247 | 5.72 |
| diodes | 5 | 0.0140 |
| well taps | 2526 | 3.54 |
| clock inverters | 106 | 1.08 |
| inverters | 4 | 0.0252 |
| flip-flops and latches | 2048 | 68.8 |
| multi-input cells | 1982 | 17.3 |
==> metrics by stage <==
step | power, mW | utilization (%) | hold WS [ns]
floorplan | 1.85 | - | 10.98
global placement | 1.94 | 43.1 | 11.22
detailed placement | 1.94 | 43.1 | 11.25
CTS | 3.22 | 46.2 | 10.34
global route | 3.29 | 46.2 | 10.38
finish | 3.21 | 46.2 | 10.38
==> logic make-up (layout without fill, tap and decap cells) <==
group | after synthesis | in the layout
DFF | 2048 | 2048
AOI/OAI and AO/OA | 1035 | 1035
and+or+nand+nor | 576 | 576
muxes | 371 | 371
buffers and inverters | 310 | 762
other | 0 | 5
==> worst max-delay path by stage <==
| stage | from | endpoint | slack (ns) |
|---|---|---|---|
| final | addr[4] | dataOut[12] | 27.18 |
| after global routing | addr[4] | dataOut[12] | 27.15 |
| after CTS | addr[4] | dataOut[12] | 27.29 |
==> report_power, final <==
| group | total (mW) | switching [mW] | internal, mW |
|---|---|---|---|
| combinational | 0.174 | 0.125 | 0.0491 |
| sequential | 1.74 | 0.000614 | 1.74 |
| clock | 1.30 | 0.583 | 0.713 |
| total | 3.21 | 0.708 | 2.50 |
==> routing by layer <==
layer / track usage (%) / part of all wire (%)
met5: 1.56 / 0.19
met4: 9.01 / 4.5
met3: 21.9 / 19
met2: 38.0 / 45
met1: 30.4 / 31
No activity file was given, so power comes from the tool's default toggle rates.
