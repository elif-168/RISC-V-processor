`./design.v`:
```
module full_adder(
    input a,                 
    input b,                 
    input cin,               
    output sum,              
    output cout              
);
    assign sum = a ^ b ^ cin; 
    assign cout = (a & b) | (b & cin) | (a & cin); 
endmodule
module full_adder_32bit(
    input [31:0] a,         
    input [31:0] b,         
    input cin,              
    output [31:0] sum,      
    output cout             
);
    wire [31:0] carry;       
    genvar i;
    generate
        for (i = 0; i < 32; i = i + 1) begin : full_adder_gen
            if (i == 0) begin
                full_adder fa (
                    .a(a[i]),
                    .b(b[i]),
                    .cin(cin),
                    .sum(sum[i]),
                    .cout(carry[i])
                );
            end else begin
                full_adder fa (
                    .a(a[i]),
                    .b(b[i]),
                    .cin(carry[i-1]),
                    .sum(sum[i]),
                    .cout(carry[i])
                );
            end
        end
    endgenerate
    assign cout = carry[31];
endmodule
module alu (
    input [31:0] srcA,
    input [31:0] srcB,
    input [5:0] aluControl,
    output reg zero,
    output reg [31:0] aluResult,
    output reg branch_taken
);
    wire [31:0] addResult, subResult;
    wire cout_add, cout_sub;
    reg [63:0] product;
    reg [31:0] quotient, remainder;
    reg signed [31:0] signed_srcA, signed_srcB;
    reg [31:0] unsigned_srcA, unsigned_srcB;
    reg signed [31:0] dividend_signed, divisor_signed;
    reg [31:0] dividend_unsigned, divisor_unsigned;
    integer i;
    reg [31:0] temp;
    full_adder_32bit adder (
        .a(srcA),
        .b(srcB),
        .cin(1'b0),
        .sum(addResult),
        .cout(cout_add)
    );
    full_adder_32bit subtractor (
        .a(srcA),
        .b(~srcB + 1),  
        .cin(1'b0),
        .sum(subResult),
        .cout(cout_sub)
    );
    always @(*) begin
        aluResult = 32'b0;
        zero = 1'b0;
        branch_taken = 1'b0;
        case (aluControl)
            6'b000000: aluResult = addResult;  
            6'b000001: aluResult = subResult;  
            6'b000010: aluResult = srcA & srcB;  
            6'b000011: aluResult = srcA | srcB;  
            6'b000100: aluResult = srcA ^ srcB;  
            6'b000101: aluResult = ($signed(srcA) < $signed(srcB)) ? 32'b1 : 32'b0;  
            6'b000110: aluResult = bitwise_shift_left(srcA, srcB[4:0]);  
            6'b000111: aluResult = (srcA < srcB) ? 32'b1 : 32'b0;  
            6'b001000: aluResult = bitwise_shift_right_logical(srcA, srcB[4:0]);   
            6'b001001: aluResult = bitwise_shift_right_arithmetic(srcA, srcB[4:0]);  
            6'b001010: aluResult = srcA & ~srcB;  
            6'b001011: aluResult = srcA | ~srcB;  
            6'b001100: aluResult = srcA ^ ~srcB;  
            6'b001101: aluResult = {srcA[7:0], srcA[15:8], srcA[23:16], srcA[31:24]};  
            6'b001110: aluResult = (srcA << srcB[4:0]) | (srcA >> (32 - srcB[4:0]));  
            6'b001111: aluResult = (srcA >> srcB[4:0]) | (srcA << (32 - srcB[4:0]));  
            6'b010010: aluResult = (srcA << 1) + srcB;  
            6'b010011: aluResult = (srcA << 2) + srcB;  
            6'b010100: aluResult = (srcA << 3) + srcB;  
            6'b010101: aluResult = srcA ^ (1 << srcB[4:0]);  
            6'b010110: aluResult = srcA & ~(1 << srcB[4:0]);  
            6'b010111: aluResult = srcA | (1 << srcB[4:0]);  
            6'b011000: aluResult = ($signed(srcA) > $signed(srcB)) ? srcA : srcB;  
            6'b011001: aluResult = ($signed(srcA) < $signed(srcB)) ? srcA : srcB;  
            6'b011010: aluResult = (srcA > srcB) ? srcA : srcB;  
            6'b011011: aluResult = (srcA < srcB) ? srcA : srcB;  
            6'b011100: aluResult = {   
                (|srcA[31:24] ? 8'hFF : 8'h00),  
                (|srcA[23:16] ? 8'hFF : 8'h00),  
                (|srcA[15:8]  ? 8'hFF : 8'h00),  
                (|srcA[7:0]   ? 8'hFF : 8'h00)   
            };
            6'b011101: aluResult = {{24{srcA[7]}}, srcA[7:0]};  
            6'b011110: aluResult = {{16{srcA[15]}}, srcA[15:0]};  
            6'b011111: aluResult = {16'b0, srcA[15:0]};  
            6'b100000: begin
                temp = srcA;
                aluResult = 0;
                for (i = 0; i < 32; i = i + 1)
                    aluResult = aluResult + temp[i];
            end  
            6'b100001: begin
                aluResult = 0;
                temp = srcA;
                while (temp[31] == 0 && aluResult < 32) begin
                    aluResult = aluResult + 1;
                    temp = temp << 1;
                end
            end  
            6'b100010: begin
                aluResult = 0;
                temp = srcA;
                while (temp[0] == 0 && aluResult < 32) begin
                    aluResult = aluResult + 1;
                    temp = temp >> 1;
                end
            end  
            6'b100011: aluResult = ($signed(srcA) > $signed(srcB)) ? srcA : srcB;  
            6'b100100: aluResult = ($signed(srcA) < $signed(srcB)) ? srcA : srcB;  
            6'b100101: aluResult = (srcA > srcB) ? srcA : srcB;  
            6'b100110: aluResult = (srcA < srcB) ? srcA : srcB;  
            6'b100111: begin  
                product = 64'b0;
                signed_srcA = srcA;
                signed_srcB = srcB;
                for (i = 0; i < 32; i = i + 1) begin
                    if (signed_srcB[i]) begin
                        product = bitwise_add(product, $signed({32'b0, signed_srcA}) << i);
                    end
                end
                aluResult = product[31:0];  
            end
            6'b101000: begin  
                product = 64'b0;
                signed_srcA = srcA;
                signed_srcB = srcB;
                for (i = 0; i < 32; i = i + 1) begin
                    if (signed_srcB[i]) begin
                        product = bitwise_add(product, $signed({32'b0, signed_srcA}) << i);
                    end
                end
                aluResult = product[63:32];  
            end
            6'b101001: begin  
                product = 64'b0;
                unsigned_srcA = srcA;
                unsigned_srcB = srcB;
                for (i = 0; i < 32; i = i + 1) begin
                    if (unsigned_srcB[i]) begin
                        product = bitwise_add(product, {32'b0, unsigned_srcA} << i);
                    end
                end
                aluResult = product[63:32];  
            end
            6'b101010: begin  
                product = 64'b0;
                signed_srcA = srcA;
                unsigned_srcB = srcB;
                for (i = 0; i < 32; i = i + 1) begin
                    if (unsigned_srcB[i]) begin
                        product = bitwise_add(product, $signed({32'b0, signed_srcA}) << i);
                    end
                end
                aluResult = product[63:32];  
            end
            6'b101011: begin  
                dividend_signed = srcA;
                divisor_signed = srcB;
                quotient = 32'b0;
                remainder = 32'b0;
                for (i = 31; i >= 0; i = i - 1) begin
                    remainder = bitwise_shift_left_div(remainder, dividend_signed[31 - i]);
                    if (remainder >= divisor_signed) begin
                        remainder = bitwise_sub(remainder, divisor_signed);
                        quotient[i] = 1;
                    end
                end
                aluResult = quotient;
            end
            6'b101100: begin  
                dividend_unsigned = srcA;
                divisor_unsigned = srcB;
                quotient = 32'b0;
                remainder = 32'b0;
                for (i = 31; i >= 0; i = i - 1) begin
                    remainder = bitwise_shift_left_div(remainder, dividend_unsigned[31 - i]);
                    if (remainder >= divisor_unsigned) begin
                        remainder = bitwise_sub(remainder, divisor_unsigned);
                        quotient[i] = 1;
                    end
                end
                aluResult = quotient;
            end
            6'b101101: begin  
                dividend_signed = srcA;
                divisor_signed = srcB;
                quotient = 32'b0;
                remainder = 32'b0;
                for (i = 31; i >= 0; i = i - 1) begin
                    remainder = bitwise_shift_left_div(remainder, dividend_signed[31 - i]);
                    if (remainder >= divisor_signed) begin
                        remainder = bitwise_sub(remainder, divisor_signed);
                        quotient[i] = 1;
                    end
                end
                aluResult = remainder;
            end
            6'b101110: begin  
                dividend_unsigned = srcA;
                divisor_unsigned = srcB;
                quotient = 32'b0;
                remainder = 32'b0;
                for (i = 31; i >= 0; i = i - 1) begin
                    remainder = bitwise_shift_left_div(remainder, dividend_unsigned[31 - i]);
                    if (remainder >= divisor_unsigned) begin
                        remainder = bitwise_sub(remainder, divisor_unsigned);
                        quotient[i] = 1;
                    end
                end
                aluResult = remainder;
            end
            6'b101111: branch_taken = (srcA == srcB);  
            6'b110000: branch_taken = (srcA != srcB);  
            6'b110001: branch_taken = ($signed(srcA) < $signed(srcB));  
            6'b110010: branch_taken = (srcA < srcB);  
            6'b110011: branch_taken = ($signed(srcA) >= $signed(srcB));  
            6'b110100: branch_taken = (srcA >= srcB);  
            6'b110101: branch_taken = 1;  
            6'b110110: begin
                branch_taken = 1;  
                aluResult = addResult;  
            end
            default: begin
                aluResult = 32'b0;  
                branch_taken = 0;
            end
        endcase
        zero = (aluResult == 32'b0) ? 1'b1 : 1'b0;
    end
    function [31:0] bitwise_add(input [31:0] a, b);
    reg [31:0] sum;     
    reg carry;          
    integer i;          
    begin
        carry = 1'b0;  
        for (i = 0; i < 32; i = i + 1) begin
            sum[i] = a[i] ^ b[i] ^ carry;  
            carry = (a[i] & b[i]) | (carry & (a[i] ^ b[i]));  
        end
        bitwise_add = sum;  
    end
    endfunction
    function [31:0] bitwise_sub(input [31:0] a, b);
        reg [31:0] inverted_b;  
        begin
            inverted_b = ~b;  
            bitwise_sub = bitwise_add(a, bitwise_add(inverted_b, 32'b1));  
        end
    endfunction
    function [31:0] bitwise_shift_left_div;      
    input [31:0] a;   
    input b;          
    begin
        bitwise_shift_left_div = {a[30:0], b};  
    end
    endfunction
    function [31:0] bitwise_shift_left;
    input [31:0] a;   
    input [4:0] b;    
    reg [31:0] result; 
    integer i;         
    begin
        result = a;  
        for (i = 0; i < b; i = i + 1) begin
            result = {result[30:0], 1'b0};  
        end
        bitwise_shift_left = result;  
    end
endfunction
function [31:0] bitwise_shift_right_logical;
    input [31:0] a;   
    input [4:0] b;    
    reg [31:0] result; 
    integer i;
    begin
        result = a;  
        for (i = 0; i < b; i = i + 1) begin
            result = {1'b0, result[31:1]};  
        end
        bitwise_shift_right_logical = result;  
    end
endfunction
function [31:0] bitwise_shift_right_arithmetic;
    input [31:0] a;   
    input [4:0] b;    
    reg [31:0] result; 
    integer i;
    begin
        result = a;  
        for (i = 0; i < b; i = i + 1) begin
            result = {result[31], result[31:1]};  
        end
        bitwise_shift_right_arithmetic = result;  
    end
endfunction
endmodule
```
`./run.sh`:
```
#!/bin/bash
# OpenROAD 26Q1-2900-gdf79404cd8, Yosys 0.63+post, stock flow scripts
make -C /OpenROAD-flow-scripts/flow DESIGN_CONFIG=/design/flow/config.mk WORK_HOME=/design/flow/orfs finish
```
`./config.mk`:
```
export PLATFORM = sky130hd
export DESIGN_NAME = alu
export DESIGN_NICKNAME = alu
export VERILOG_FILES = /design/flow/design.v
export SDC_FILE = /design/flow/constraint.sdc
export NUM_CORES = 4
export LEC_CHECK = 1
export CORE_UTILIZATION = 50
export SYNTH_HDL_FRONTEND = slang
```
`./constraint.sdc`:
```
current_design alu

set clk_period 244.7
set clk_io_pct 0.2

create_clock -name clk0 -period $clk_period

set non_clock_inputs [all_inputs -no_clocks]
set_input_delay [expr $clk_period * $clk_io_pct] -clock clk0 $non_clock_inputs
set_output_delay [expr $clk_period * $clk_io_pct] -clock clk0 [all_outputs]
```
==> flow_summary_export.csv <==
group,metric,value,unit
outcome,status,"did not finish",
yosys,yosys_area,108600,um2
global_routing,grt_pass1_vias,147800,
placed_design,place_area,132700,um2
yosys,ys_seq_frac,0,
global_routing,grt_pass1_wl,1185000,um
yosys,synth.avg_cell_area,7.905,um2
clock_tree,cts_hold_buf,0,
die,die_y,468.1,um
placed_design,dp_hpwl,562200,um
die,io_pins,104,
die,die_width,468.1,um
yosys,netlist_area,108600,um2
global_routing,grt_overflow,43,
outcome,haltStage,"5_1_grt",
die,initial_core_util,0.5045,
placed_design,portBuffers,104,
yosys,ys_cells,13740,
outcome,error_line,"[ERROR GRT-0116] Global routing finished with congestion. Check the congestion regions in the DRC Viewer.",
yosys,yosysWarnings,0,
placed_design,gp_congestion,1.328,
yosys,synthCells,13740,
yosys,ys_types,104,
global_routing,grt_max_degree,98,
die,placementRows,170,
global_routing,grt.total_usage,0.8075,
## cells by family after synthesis
kind of cell | count (synthesis) | synth area share
multiplexers | 648 | 0.07227
adder cells (fa/ha/maj) | 2672 | 0.4061
AND/OR/NAND/NOR | 3825 | 0.1650
buffers and inverters | 2130 | 0.07620
AND-OR/OR-AND | 4221 | 0.2609
XOR/XNOR | 242 | 0.01952
## metrics by stage
step	setup WS, ns	util	instances
after floorplan	-57.64	-	13740
after global placement	-63.85	0.6163	18690
after detailed placement	-65.18	0.6163	18690
after CTS	-45.15	0.6370	18850
## Yosys cell counts, types with 47 or more instances
| master | number | share of area |
|---|---|---|
| nand2_1 | 1268 | 0.044 |
| o2111ai_1 | 73 | 0.0059 |
| mux2i_1 | 306 | 0.028 |
| buf_2 | 103 | 0.0047 |
| o31ai_1 | 100 | 0.0069 |
| clkbuf_1 | 622 | 0.021 |
| a221o_1 | 52 | 0.0048 |
| buf_1 | 150 | 0.0052 |
| o211ai_1 | 197 | 0.014 |
| o22ai_1 | 147 | 0.0085 |
| nand4_1 | 170 | 0.0098 |
| inv_1 | 1193 | 0.041 |
| a311oi_1 | 56 | 0.0045 |
| and2_1 | 148 | 0.0085 |
| o21ai_0 | 869 | 0.040 |
| nor3_1 | 271 | 0.012 |
| and3_1 | 60 | 0.0035 |
| nand3_1 | 269 | 0.012 |
| a211o_1 | 54 | 0.0044 |
| a21oi_1 | 910 | 0.042 |
| fa_1 | 1422 | 0.26 |
| a211oi_1 | 217 | 0.015 |
| nor4_1 | 102 | 0.0059 |
| mux4_2 | 83 | 0.017 |
| a22oi_1 | 87 | 0.0060 |
| a21boi_0 | 116 | 0.0080 |
| a221oi_1 | 123 | 0.0099 |
| ha_1 | 1249 | 0.14 |
| or3_1 | 47 | 0.0027 |
| nor2b_1 | 78 | 0.0045 |
| a21o_1 | 200 | 0.014 |
| mux2_2 | 259 | 0.027 |
| xor2_1 | 66 | 0.0053 |
| o21a_1 | 166 | 0.011 |
| o311ai_0 | 52 | 0.0042 |
| or2_2 | 60 | 0.0035 |
| a2111oi_0 | 89 | 0.0072 |
| o221ai_1 | 112 | 0.0090 |
| xnor2_1 | 176 | 0.014 |
| nor2_1 | 1044 | 0.036 |
| a31oi_1 | 167 | 0.0096 |
| nand2b_1 | 135 | 0.0078 |
## metal layers
layer / GRT overflow / GRT usage
met1: 1 / 0.8002
met2: 22 / 0.9062
met3: 3 / 0.7477
met4: 17 / 0.7477
met5: 0 / 0.6146
## timing repair
item,in CTS
buffers inserted,163
setup endpoints to repair,33
pin swaps,255
resized,1058
hold endpoints to repair,0
