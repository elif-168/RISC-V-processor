===== run.sh =====
#!/bin/bash
# OpenROAD 26Q1-2900-gdf79404cd8, Yosys 0.63+post, stock flow scripts
make -C /OpenROAD-flow-scripts/flow DESIGN_CONFIG=/design/flow/config.mk WORK_HOME=/design/flow/orfs finish

===== config.mk =====
export PLATFORM = sky130hd
export DESIGN_NAME = reg_file
export DESIGN_NICKNAME = reg_file
export VERILOG_FILES = /design/flow/design.v
export SDC_FILE = /design/flow/constraint.sdc
export NUM_CORES = 4
export LEC_CHECK = 1
export CORE_UTILIZATION = 40
export SYNTH_HDL_FRONTEND = slang

===== design.v =====
module reg_file (
    input [4:0] readA1,  
    input [4:0] readA2,  
    input [4:0] writeA3, 
    input [31:0] data,  
    input we,  
    input clk,
    output[31:0] RD1,  
    output [31:0] RD2 
);
    reg [31:0] register[31:0];
    integer i;
    initial begin
    for (i = 0; i < 32; i = i + 1) begin
        register[i] = 32'h00000000;
    end
    end
    assign RD1 = (readA1 == 0) ? 32'h00000000 : register[readA1];
    assign RD2 = (readA2 == 0) ? 32'h00000000 : register[readA2];
    always @(posedge clk) begin
        if (we && writeA3 != 0) begin
            register[writeA3] <= data;  
        end
    end
endmodule

===== constraint.sdc =====
current_design reg_file

set clk_period 5.9
set clk_io_pct 0.2

create_clock -name clk0 -period $clk_period [get_ports {clk}]

set non_clock_inputs [all_inputs -no_clocks]
set_input_delay [expr $clk_period * $clk_io_pct] -clock clk0 $non_clock_inputs
set_output_delay [expr $clk_period * $clk_io_pct] -clock clk0 [all_outputs]

==> results.cfg <==
; synthesis and place-and-route metrics
[status]
outcome = completed

[synth]
ys_cells = 2564
ys_chip_area_sq_um = 47900
edf_count = 1024
syn_avg_cell_area_sq_um = 18.68
async_flop_share_pct = 0
synth_warnings = 0
postSynthCellCount = 2564
yosys.area.top_type = edfxtp_1
netlist_area_sq_um = 47900
synth_cell_types = 39
top_cell_area_share_pct = 64.19
top_cells_by_area = edfxtp_1, mux4_2, mux2i_1
yosysSeqAreaShare_pct = 64.19
ys.flops = 1024
yosys_most_used_dff = edfxtp_1

[power_and_ir_drop]
combPwrFrac_pct = 9.2
intPower_mw = 12.75
ir_drop_mv = 0.2189
power_frac_seq_pct = 49.4
power_frac_clock_pct = 41.4
p_leak_nw = 17.91
p_sw_share_pct = 22.75
netSwitchingPower_mw = 3.756
power_density_nw_per_um2 = 298.9

[detailed_routing]
wl_microns = 158100
route.detailed.drc = 0
avgViaCountPerCell = 6.419
num_vias = 28470
drt_iter0_drc = 1840
ant_nets = 0
dr.pass1.iters = 7
wl_per_cell_microns = 35.64

[global_routing]
grt_max_degree = 74
grt_pass1_vias = 31710
overflow = 0
grt_pass1_wl_microns = 223500
track_usage_pct = 28.69
antenna_found_initial = 7

[clock_tree]
clkSlewWorstSetupHoldPaths_ps = 60
cts_buffers = 107
htreeDepth = 3
cts_tree = built
clockBufferDepth = 3
cts_num_sinks = 1024
cts_resized = 0
ctsHoldBuffers = 0
root_buffer = clkbuf_16
post_cts_buffers = 0

[cells_and_area]
fill_cells = 9566
lay_top_count = edfxtp_1
largest-register = register
largest_reg_flops = 1024
syn_to_final_growth_pct = 15.32
layout_top_cells = edfxtp_1, mux2i_1, mux4_2
reg_top3 = register: 1024 flops
drive_above_1_share_pct = 27.21

[critical_path]
path_class = primary input to output port
cp_max_fo = 48
worstPathArrival_ps = 4200
required_ps = 4720
startpoint_type = primary input
cp-end-kind = output port

[final_timing]
whs_ps = 1300
finalHoldViolations = 0
tightest_slew_ps = 1093
max_freq_mhz = 185.8
rsz0062_at_grt = false
final.min_clock_period_ps = 5383
maxSlewViolCount = 0
max_slew_margin_pct = 26.88
setup_violations = 0
fin_setup_tns_ps = 0
min_period_over_period_pct = 91.24

[placement]
io_buffers = 112
routabilityCongestion = 0.8925
hpwlAfterDp_microns = 89370

[floorplanning]
initial_utilization_pct = 40.46
core_sq_um = 118400
rows = 126
die_h_microns = 348.1
fp.dieW_microns = 348.1
pin_count = 113
chip_area_sq_um = 121100

[run]
drv_cap = 0
warnings = 26

[hold_path]
hold_path.class = primary input to flip-flop
holdPathStages = 2
worstHoldStart = data[14]
whs_endpoint = register[13][14]
-- metrics by stage --
stage	cells	utilization [%]	cell area, sq um	setup WS [ps]	total power [mW]
4_1_cts	4433	46.65	55240	619.2	16.56
2_1_floorplan	2595	-	48020	2130	9.120
5_1_grt	4434	46.66	55240	544.9	16.95
6_report	4436	46.66	55240	516.7	16.51
3_5_place_dp	4238	43.66	51690	622.6	9.813
3_3_place_gp	4238	43.66	51690	622.2	9.795
-- cells by family after synthesis --
family | Yosys count | synth area share, %
simple gates | 212 | 2.184
other cells | 1 | 0.007828
flops | 1024 | 64.19
buf+inv | 217 | 2.445
mux | 736 | 25.02
compound gates | 374 | 6.154
-- cell type report --
type / instances / area, sq um / share of cell area (%)
sequential: 1024 / 30750 / 55.66
multi-input combinational: 1354 / 16400 / 29.68
clock buffer: 127 / 2838 / 5.137
timing repair buffer: 258 / 2535 / 4.589
tap: 1600 / 2002 / 3.624
clock inverter: 68 / 704.4 / 1.275
inverter: 2 / 8.758 / 0.01585
antenna: 3 / 7.507 / 0.01359
-- cells in the mapped netlist, drive strengths merged, types with 2 or more instances --
| cell type | instances |
|---|---|
| a21oi | 32 |
| nand3 | 2 |
| or3b | 5 |
| a311oi | 32 |
| inv | 2 |
| mux2 | 64 |
| nor2 | 37 |
| and2 | 2 |
| o2111ai | 10 |
| nor2b | 37 |
| a221oi | 54 |
| a22oi | 64 |
| nand3b | 6 |
| o221ai | 64 |
| nand2 | 85 |
| a211oi | 64 |
| mux2i | 320 |
| clkbuf | 100 |
| or3 | 2 |
| buf | 115 |
| edfxtp | 1024 |
| o21ai | 54 |
| mux4 | 352 |
| nand4 | 32 |
-- power groups by stage --
stage         Combinational [mW]  Clock, mW  Sequential, mW
CTS                         1.51       6.89            8.16
global route                1.60       7.18            8.17
finish                      1.52       6.83            8.16
-- worst max-delay path by stage --
stage,slack (ps),to,from,depth (start not counted)
CTS,620,RD2[15],readA2[2],7
global route,540,RD2[14],readA2[2],7
finish,520,RD2[31],readA2[2],7
-- routing by layer --
| layer | wire (microns) | GRT usage, % | share of wire (%) |
|---|---|---|---|
| met3 | 31850 | 25.58 | 20 |
| met1 | 46830 | 30.54 | 30 |
| met4 | 7282 | 9.584 | 4.6 |
| met5 | 171 | 1.281 | 0.11 |
| met2 | 71970 | 40.98 | 46 |
-- worst max-delay path: stages --
cell and delay (ps):
buf_8 310, buf_4 550, nor2b_4 270, buf_12 400, a21oi_1 170, a211oi_1 650, clkdlybuf4s50_1 590
No activity file was given, so power comes from the tool's default toggle rates.
